==> flow/design.v <==
module ParallelBitCounter(
  input  [63:0] io_in,
  output [6:0]  io_count_out
);
  wire [1:0] _T_30 = io_in[0] + io_in[1];  
  wire [1:0] _T_31 = io_in[2] + io_in[3];  
  wire [2:0] _T_14 = _T_30 + _T_31;  
  wire [1:0] _T_32 = io_in[4] + io_in[5];  
  wire [1:0] _T_33 = io_in[6] + io_in[7];  
  wire [2:0] _T_15 = _T_32 + _T_33;  
  wire [3:0] _T_6 = _T_14 + _T_15;  
  wire [1:0] _T_34 = io_in[8] + io_in[9];  
  wire [1:0] _T_35 = io_in[10] + io_in[11];  
  wire [2:0] _T_16 = _T_34 + _T_35;  
  wire [1:0] _T_36 = io_in[12] + io_in[13];  
  wire [1:0] _T_37 = io_in[14] + io_in[15];  
  wire [2:0] _T_17 = _T_36 + _T_37;  
  wire [3:0] _T_7 = _T_16 + _T_17;  
  wire [4:0] _T_2 = _T_6 + _T_7;  
  wire [1:0] _T_38 = io_in[16] + io_in[17];  
  wire [1:0] _T_39 = io_in[18] + io_in[19];  
  wire [2:0] _T_18 = _T_38 + _T_39;  
  wire [1:0] _T_40 = io_in[20] + io_in[21];  
  wire [1:0] _T_41 = io_in[22] + io_in[23];  
  wire [2:0] _T_19 = _T_40 + _T_41;  
  wire [3:0] _T_8 = _T_18 + _T_19;  
  wire [1:0] _T_42 = io_in[24] + io_in[25];  
  wire [1:0] _T_43 = io_in[26] + io_in[27];  
  wire [2:0] _T_20 = _T_42 + _T_43;  
  wire [1:0] _T_44 = io_in[28] + io_in[29];  
  wire [1:0] _T_45 = io_in[30] + io_in[31];  
  wire [2:0] _T_21 = _T_44 + _T_45;  
  wire [3:0] _T_9 = _T_20 + _T_21;  
  wire [4:0] _T_3 = _T_8 + _T_9;  
  wire [5:0] _T = _T_2 + _T_3;  
  wire [1:0] _T_46 = io_in[32] + io_in[33];  
  wire [1:0] _T_47 = io_in[34] + io_in[35];  
  wire [2:0] _T_22 = _T_46 + _T_47;  
  wire [1:0] _T_48 = io_in[36] + io_in[37];  
  wire [1:0] _T_49 = io_in[38] + io_in[39];  
  wire [2:0] _T_23 = _T_48 + _T_49;  
  wire [3:0] _T_10 = _T_22 + _T_23;  
  wire [1:0] _T_50 = io_in[40] + io_in[41];  
  wire [1:0] _T_51 = io_in[42] + io_in[43];  
  wire [2:0] _T_24 = _T_50 + _T_51;  
  wire [1:0] _T_52 = io_in[44] + io_in[45];  
  wire [1:0] _T_53 = io_in[46] + io_in[47];  
  wire [2:0] _T_25 = _T_52 + _T_53;  
  wire [3:0] _T_11 = _T_24 + _T_25;  
  wire [4:0] _T_4 = _T_10 + _T_11;  
  wire [1:0] _T_54 = io_in[48] + io_in[49];  
  wire [1:0] _T_55 = io_in[50] + io_in[51];  
  wire [2:0] _T_26 = _T_54 + _T_55;  
  wire [1:0] _T_56 = io_in[52] + io_in[53];  
  wire [1:0] _T_57 = io_in[54] + io_in[55];  
  wire [2:0] _T_27 = _T_56 + _T_57;  
  wire [3:0] _T_12 = _T_26 + _T_27;  
  wire [1:0] _T_58 = io_in[56] + io_in[57];  
  wire [1:0] _T_59 = io_in[58] + io_in[59];  
  wire [2:0] _T_28 = _T_58 + _T_59;  
  wire [1:0] _T_60 = io_in[60] + io_in[61];  
  wire [1:0] _T_61 = io_in[62] + io_in[63];  
  wire [2:0] _T_29 = _T_60 + _T_61;  
  wire [3:0] _T_13 = _T_28 + _T_29;  
  wire [4:0] _T_5 = _T_12 + _T_13;  
  wire [5:0] _T_1 = _T_4 + _T_5;  
  assign io_count_out = _T + _T_1;  
endmodule
module MainModule(
  input         clock,
  input         reset,
  input  [63:0] io_in,
  input         io_in_en,
  output [6:0]  io_out
);
  wire [63:0] counter_io_in;  
  wire [6:0] counter_io_count_out;  
  reg [63:0] inReg;  
  reg [6:0] outReg;  
  ParallelBitCounter counter (  
    .io_in(counter_io_in),
    .io_count_out(counter_io_count_out)
  );
  assign io_out = outReg;  
  assign counter_io_in = inReg;  
  always @(posedge clock) begin
    if (io_in_en) begin  
      inReg <= io_in;  
    end
    outReg <= counter_io_count_out;  
  end
endmodule
==> flow/run.sh <==
#!/bin/bash
# OpenROAD 26Q1-2900-gdf79404cd8, Yosys 0.63+post, stock flow scripts
make -C /OpenROAD-flow-scripts/flow DESIGN_CONFIG=/design/flow/config.mk WORK_HOME=/design/flow/orfs finish
==> flow/config.mk <==
export PLATFORM = sky130hd
export DESIGN_NAME = MainModule
export DESIGN_NICKNAME = MainModule
export VERILOG_FILES = /design/flow/design.v
export SDC_FILE = /design/flow/constraint.sdc
export NUM_CORES = 4
export LEC_CHECK = 1
export CORE_UTILIZATION = 30
==> flow/constraint.sdc <==
current_design MainModule

set clk_period 7.6
set clk_io_pct 0.2

create_clock -name clk0 -period $clk_period [get_ports {clock}]

set non_clock_inputs [all_inputs -no_clocks]
set_input_delay [expr $clk_period * $clk_io_pct] -clock clk0 $non_clock_inputs
set_output_delay [expr $clk_period * $clk_io_pct] -clock clk0 [all_outputs]
==> impl_metrics.toml <==
# synthesis and place-and-route metrics
[clocking]
cts_root_buffer = "clkbuf_16"
insertion_delay_ns = 0.33
clk_pin_slew_ns = 0.06
postCtsHoldBufs = 0
numCtsBuffers = 9
cts_tree = "yes"
cts_setup_buffers = 0
cts_sinks = 71
cts.htree.levels = 3
clockBufferDepth = 2
post_cts_resized = 0

[synthesis]
numSynthFlops = 71
synthTopCellsByArea = "edfxtp_1 51%, fa_1 29%, inv_1 8.3%, ha_1 5.0%, dfxtp_1 3.7%"
top_area_cell = "edfxtp_1"
synthCells = 243
synth_warnings = 1
netlist_area_mm2 = 0.00379
top_cell_area_share_pct = 50.7
ys_seq_share_pct = 54.4
avgSynthCellArea_um2 = 15.6
ys_cells = 243
yosysChipArea_mm2 = 0.00379
synthDistinctLibCells = 21

[routing]
dr.pass1.iters = 3
drtIter0Drc = 33
totalWireLength_um = 5370
wl_per_cell_um = 10.7
diodes = 0
vias = 1900
antenna_left = 0
drc_errors = 0
viasPerCell = 3.80

[floorplan]
rows = 40
die_h_um = 114
ios = 74
core_mm2 = 0.0122
initial_utilization_pct = 31.2
die_w_um = 114
dieArea_mm2 = 0.0131

[sta]
final-setup-viol-count = 0
hold_viol = 0
worst_pin_slew_ns = 0.818
finalClockPeriodUsage_pct = 77.4
relSlewSlack_pct = 45.5
fin_crit_ns = 5.88
rsz0062_at_grt = "false"
fin_setup_tns_ns = 0
max_freq_ghz = 0.170
final-max-slew-violation-count = 0
skew_ns = 0.00644
hold-worst-slack_ns = 0.477

[critical_path]
cpMostUsedCell = "fa_1"
worst_setup_path_end_kind = "flop"
slowest_delay_ns = 0.54
cp.required_ns = 7.82
rr_endpoint = "outReg[6]"
r2r-start = "inReg[53]"
arrival_ns = 6.10
slowest_stage = "fa_1"
cp_max_fo = 3
start_kind = "flop"
path_class = "reg2reg"
critPathBufInv = 6
r2r_cells = 19
r2r_setup_slack_ns = 1.72
crit_chain = "fa_1 -> inv_1 -> fa_1 -> inv_1 -> fa_1 -> inv_1 -> fa_1 -> inv_1 -> fa_1 -> inv_1 -> fa_1 -> fa_1 -> fa_1 -> inv_1 -> ha_1 -> fa_1 -> a211o_2 -> a21oi_1 -> o21bai_1"
path_delay_family = "adder cells"

[run]
max_cap_violations = 0
warnings = 28

[place]
io_buffers = 72
dpl.hpwl_um = 4260
gp_congestion = 0.732

[global_routing]
grt.total_usage_pct = 9.89
grt_max_degree = 65
grt_pass1_vias = 2116
grt_pass1_wl_um = 9270
overflow = 0
antenna_found_initial = 0

[final_layout]
lay_top_cells = "84 x inv_1, 71 x clkdlybuf4s50_1, 64 x edfxtp_1"
synthToLayoutAreaGrowth_pct = 31.7
final_common_cell = "inv_1"
final_layout_size_suffix_gt1_share_pct = 5.42

[hold_path]
hold_depth = 1
holdCritPathClass = "reg2reg"
min_from = "inReg[2]"
whs_endpoint = "outReg[0]"

[status]
status = "complete, no violations"
through the flow:
step | area [um^2] | utilization [%] | setup WS [ns] | instances
2_1_floorplan | 3790 | - | 1.91 | 243
3_3_place_gp | 4720 | 38.8 | 1.68 | 484
3_5_place_dp | 4720 | 38.8 | 1.69 | 484
4_1_cts | 4990 | 41.0 | 1.67 | 500
5_1_grt | 4990 | 41.0 | 1.45 | 500
6_report | 4990 | 41.0 | 1.72 | 500
sequential cells by signal (all words and copies together) (netlist names):
signal,flops
inReg,64
outReg,7
final cells by class:
type	count	area, um^2
tap	168	210
clock buffer	11	233
fill	1133	7170
clock inverter	5	35.0
timing repair buffer	73	723
sequential	71	2060
multi-input combinational	88	1410
inverter	84	315
worst max-delay path by stage:
stage,cells past startpoint,start,slack [ns],to
after CTS,19,inReg[53],1.67,outReg[6]
after global routing,19,inReg[53],1.45,outReg[6]
final,19,inReg[53],1.72,outReg[6]
synthesized netlist by cell type, drive strengths merged:
cell	count
inv	84
edfxtp	64
fa	54
ha	15
dfxtp	7
a21oi	3
a211oi	2
a21o	2
a2111oi	1
a211o	1
nand3b	1
nor2	1
nor4b	1
o211a	1
o21a	1
o21ai	1
o21bai	1
o31ai	1
xnor2	1
xor2	1
kinds of logic after synthesis:
family / count (synthesis) / share of synthesized area, %
compound gates: 14 / 2.84
buf+inv: 84 / 8.32
flops: 71 / 54.4
simple gates: 3 / 0.528
fa+ha+maj: 69 / 33.5
xor+xnor: 2 / 0.462
per-layer routing:
metal	share of wire, %	track usage, %	vias up	wire length, um
met5	0	0	-	0
met4	2.2	1.73	0	119
met3	8.9	4.58	10	478
met2	47	14.8	60	2510
met1	42	14.2	910	2260
li1	-	-	920	-
